`./run.sh`:
```
#!/bin/bash
# OpenROAD 26Q1-2900-gdf79404cd8, Yosys 0.63+post, stock flow scripts
make -C /OpenROAD-flow-scripts/flow DESIGN_CONFIG=/design/flow/config.mk WORK_HOME=/design/flow/orfs finish
```
`./config.mk`:
```
export PLATFORM = sky130hd
export DESIGN_NAME = comparator
export DESIGN_NICKNAME = comparator
export VERILOG_FILES = /design/flow/design.v
export SDC_FILE = /design/flow/constraint.sdc
export NUM_CORES = 4
export LEC_CHECK = 1
export CORE_AREA = 10 10 70 70
export DIE_AREA = 0 0 80 80
```
`./constraint.sdc`:
```
current_design comparator

set clk_period 1.7
set clk_io_pct 0.2

create_clock -name clk0 -period $clk_period

set non_clock_inputs [all_inputs -no_clocks]
set_input_delay [expr $clk_period * $clk_io_pct] -clock clk0 $non_clock_inputs
set_output_delay [expr $clk_period * $clk_io_pct] -clock clk0 [all_outputs]
```
`./design.v`:
```
module comparator(
    output eq, a_less_b, a_gt_b,
    input [7:0] A, B
    );
    wire eq1, eq2, lt1, lt2, gt1, gt2;
    wire eq_gt, eq_lt;
    fourbit_comparator c1(.eq(eq1), .a_less_b(lt1), .a_gt_b(gt1), .A(A[7:4]), .B(B[7:4]));
    fourbit_comparator c2(.eq(eq2), .a_less_b(lt2), .a_gt_b(gt2), .A(A[3:0]), .B(B[3:0]));
    and g1(eq, eq1, eq2);
    and g2(eq_gt, eq1, gt2);
    and g3(eq_lt, eq1, lt2);
    or  g4(a_gt_b, eq_gt, gt1);
    or  g5(a_less_b, eq_lt, lt1);
endmodule
module fourbit_comparator(
    output eq, a_less_b, a_gt_b,
    input [3:0] A, B
    );
    wire eq1, eq2, lt1, lt2, gt1, gt2;
    wire eq_gt, eq_lt;
    twobit_comparator c1(.eq(eq1), .a_less_b(lt1), .a_greater_b(gt1), .A(A[3:2]), .B(B[3:2]));
    twobit_comparator c2(.eq(eq2), .a_less_b(lt2), .a_greater_b(gt2), .A(A[1:0]), .B(B[1:0]));
    and g1(eq, eq1, eq2);
    and g2(eq_gt, eq1, gt2);
    and g3(eq_lt, eq1, lt2);
    or  g4(a_gt_b, eq_gt, gt1);
    or  g5(a_less_b, eq_lt, lt1);
endmodule
module twobit_comparator(
    output eq, a_less_b, a_greater_b,
    input [1:0] A, B
    );
    wire a0_gt_b0, a1_gt_b1, a1_lt_b1, a0_lt_bt, a1_eq_b1, a0_eq_b0, a_gt_eq_b, a_lt_eq_b;
    and  g1(a1_gt_b1, A[1], ~B[1]);
    and  g2(a0_gt_b0, A[0], ~B[0]);  
    and  g3(a1_lt_b1, ~A[1], B[1]);
    and  g4(a0_lt_b0, ~A[0], B[0]);
    xnor g5(a1_eq_b1,  A[1], B[1]);
    xnor g6(a0_eq_b0,  A[0], B[0]);
    and  g7(eq, a1_eq_b1, a0_eq_b0);
    and  g8(a_gt_eq_b, a1_eq_b1, a0_gt_b0);
    and  g9(a_lt_eq_b, a1_eq_b1, a0_lt_b0);
    or   g10(a_greater_b, a_gt_eq_b, a1_gt_b1);
    or   g11(a_less_b, a_lt_eq_b, a1_lt_b1);
endmodule
```
==> run summary <==
area growth from synthesis to layout = 115%
initial drt markers = 5
Total Power = 0.000167 W
Internal = 0.0000966 W
setup repair after global routing missed its margin = yes
Synth top cells by count = ha_1 (16), inv_1 (16), a21oi_1 (4)
biggest area cells = ha_1 (56%), inv_1 (17%), a21oi_1 (5.6%), a221oi_1 (4.9%), o221ai_1 (4.9%)
fp util = 0.104
violated checks = setup timing
P per Cell Area = 218 nW/µm²
WP data arrival = 1370 ps
Yosys Chip Area = 355 µm²
GPL Wtd Cong = 0.755
Log Warnings = 41
Seq share, synth = 0
run status = complete, but fails checks
share of layout cells above drive strength 1 = 0.662
die width = 80 µm
Final setup viols = 1
Worst Setup Start Kind = input port
final tally of max-slew violations = 0
Final Critical Period = 1710 ps
worst slew pin tran = 238 ps
port bufs = 19
Crit. End Element = primary output
critical setup path kind = in -> out
IO Pins = 19
Worst path max stage delay = 270 ps
Clock buffer cells = 0
Synth top area share = 0.563
clock power share = 0
chip area = 6400 µm²
Synth Cell Area = 355 µm²
DRT Pass-1 Iters = 2
switch share = 0.420
Post-route DRC = 0
vias in the first global route = 456
pin count of the biggest net entering global routing = 5
CORE AREA = 3420 µm²
Max VDD drop = 44.7 µV
area leader, netlist = ha_1
final HPWL from detailed placement = 955 µm
Max Cap Violations = 0
CP cell instances = buf_8, buf_6, ha_4, a21o_1, a221oi_2, o221ai_2, buf_2
via-per-instance ratio = 3.37
Slew HR = 0.841
type of the worst min-delay path = in -> out
cycle use final = 1.01
Flop pwr share = 0
Sequential cell area = 0 µm²
Total GRT Usage = 0.0353
switching pwr = 0.0000700 W
WL final = 1150 µm
# diodes = 0
Syn Area/Cell = 7.56 µm²
setup TNS = -9.51 ps
flip-flops = 0
hold buffers post-CTS = 0
Peak Freq = 585 MHz
final antenna-violating net count = 0
wire length per cell = 9.35 µm
critical path data required time = 1360 ps
initial antenna violation count = 0
CP max FO = 2
Place WS = -900 ps
Synth Instances = 47
power share of the combinational group = 1.000
total grt overflow = 0
distinct cell type count after synthesis = 11
Syn. warnings = 1
Via Count = 414
Fill cells = 383
# Cells Yosys = 47
endpoints failing hold = 0
final core occ = 0.224
slack of the critical path = -9.51 ps
Die Y = 80 µm
Slowest-stage cell, CP = a221oi_2
Rows = 21
leakage = 0.390 nW
first-pass GRT wire length = 1910 µm
==> area by class of cell <==
| type | count | area, µm² | share of cell area |
|---|---|---|---|
| Timing Repair Buffer | 30 | 223 | 0.291 |
| Inverter | 16 | 67.6 | 0.0884 |
| Multi-Input combinational cell | 31 | 417 | 0.545 |
| Tap cell | 46 | 57.6 | 0.0753 |
==> final timing paths <==
kind	slack [ps]	from	cells past startpoint	to
max	-10	A[1]	7	a_gt_b
min	1110	B[7]	5	a_less_b
==> what timing repair did <==
| item | CTS | global route |
|---|---|---|
| buffers inserted | 0 | 1 |
| endpoints found under the setup margin | 3 | 3 |
| pin swaps | 18 | 8 |
| resized | 93 | 10 |
==> cells in the final DEF, fill, tap and decap left out, types with 2 or more instances in the layout <==
| master | count |
|---|---|
| inv_1 | 10 |
| clkbuf_2 | 6 |
| ha_4 | 7 |
| a221oi_2 | 2 |
| buf_4 | 10 |
| inv_2 | 3 |
| a21oi_1 | 2 |
| a21o_1 | 2 |
| buf_2 | 7 |
| ha_2 | 2 |
| inv_4 | 3 |
| buf_6 | 6 |
| ha_1 | 7 |
| a21oi_2 | 2 |
==> stage by stage <==
step | area, µm² | hold slack (ps) | std cells
2_1_floorplan | 355 | 861 | 47
3_3_place_gp | 678 | 1890 | 122
3_5_place_dp | 678 | 1880 | 122
4_1_cts | 803 | 1190 | 122
5_1_grt | 764 | 1140 | 123
6_report | 764 | 1110 | 123
==> worst max-delay path, delay by kind of cell <==
| kind | cells | cell delay, ps |
|---|---|---|
| AND-OR/OR-AND | 3 | 560 |
| buffers and inverters | 3 | 340 |
| adder cells (fa/ha/maj) | 1 | 140 |
==> power groups by stage <==
stage     clock network (W)  registers [W]  logic, W
4_1_cts                   0              0  0.000168
5_1_grt                   0              0  0.000187
6_report                  0              0  0.000167
==> cell families (layout without fill, tap and decap cells) <==
kind of cell	count (synthesis)	in the layout	synth area share
AND-OR/OR-AND	10	10	0.197
AND/OR/NAND/NOR	5	5	0.0704
adder cells (fa/ha/maj)	16	16	0.563
buffers and inverters	16	46	0.169
==> per-layer routing <==
layer | share of wire | global-route usage | up-vias
met4 | 0.023 | 0.00704 | 0
met1 | 0.43 | 0.0376 | 184
li1 | - | - | 218
met3 | 0.070 | 0.0125 | 2
met2 | 0.47 | 0.0650 | 10
met5 | 0 | 0 | -
Power figures rest on the tool's default switching activity, not on a simulated workload.
