`flow/config.mk`:
```
export PLATFORM = sky130hd
export DESIGN_NAME = counter
export DESIGN_NICKNAME = counter
export VERILOG_FILES = /design/flow/design.v
export SDC_FILE = /design/flow/constraint.sdc
export NUM_CORES = 4
export LEC_CHECK = 1
export CORE_AREA = 10 10 70 70
export DIE_AREA = 0 0 80 80
```
`flow/constraint.sdc`:
```
current_design counter

set clk_period 1.0
set clk_io_pct 0.2

create_clock -name clk0 -period $clk_period [get_ports {clk}]

set non_clock_inputs [all_inputs -no_clocks]
set_input_delay [expr $clk_period * $clk_io_pct] -clock clk0 $non_clock_inputs
set_output_delay [expr $clk_period * $clk_io_pct] -clock clk0 [all_outputs]
```
`flow/design.v`:
```
module counter(
    output reg [3:0] count,
    input ena, clk, syn_reset
    );
    always @(posedge clk) begin
        if(syn_reset) count = 4'b0;
        else begin
            if(ena) count = count + 1;
        end
    end
endmodule
```
`flow/run.sh`:
```
#!/bin/bash
# OpenROAD 26Q1-2900-gdf79404cd8, Yosys 0.63+post, stock flow scripts
make -C /OpenROAD-flow-scripts/flow DESIGN_CONFIG=/design/flow/config.mk WORK_HOME=/design/flow/orfs finish
```
==> results.yml <==
# yosys + openroad results
die:
  fp_util_pct: 5.238
  die_w_um: 80
  chip_area_um2: 6400
  io_pins: 7
  die-height_um: 80
  num_rows: 21
  core_um2: 3416
logic_synthesis:
  ys.flops: 4
  syn_inst: 16
  synth_area_per_cell_um2: 11.18
  synth-cells-yosys: 16
  ys_warn_count: 1
  yosys.stat.seqShare_pct: 44.76
  syn_area_um2: 178.9
  yosys_area_um2: 178.9
  ys_types: 11
power_and_ir_drop:
  max-vdd-ir-drop_v: 0.0002353
  p_total_uw: 490.5
  leakagePower_uw: 0.0001865
  power.density_nw_per_um2: 1114
clock_tree:
  cts_root_buffer: "clkbuf_4"
  cts.sinks: 4
  clkLatencyLatePin_ns: 0.23
  cts_made_buffers: 3
  clk_pin_slew_ns: 0.04
  ctsLongestPathBuffers: 2
  cts_tree: "built"
  h-tree-depth: 1
routing:
  firstDrtPassIters: 2
  wl_per_cell_um: 7.200
  num_vias: 182
  antennaDiodeCount: 0
  vias_per_cell: 2.275
  drtIter0Drc: 1
  drc_errors: 0
  routed_wl_um: 576
  ant_nets: 0
sta:
  worstMarginPinSlew_ns: 0.1818
  fin_crit_ns: 1.035
  finalMaxSlewViolations: 0
  finalSetupViolations: 1
  finClkSkew_ns: 0.0006574
  relSlewSlack_pct: 87.86
  worst_slack_ns: -0.03477
  hold_ws_ns: 0.3843
  finalCritPeriodShare_pct: 103.5
  tns_ns: -0.03477
  max_freq_mhz: 966.4
  rsz0062_at_grt: "yes"
  hold_viol_final: 0
run_status:
  status: "complete, but fails checks"
  violations: "negative setup slack"
worst_setup_path:
  startpoint_type: "register"
  worstSetupPathType: "reg2reg"
  cp-end-kind: "register"
  r2r-start: "count[0]"
  crit_path_start: "count[0]"
  arrival_ns: 1.15
  critPathMaxFanout: 2
  crit_required_ns: 1.12
final_layout:
  layout_top_cells: "buf_4 (5), dfxtp_2 (4), buf_6 (4)"
  largest_reg_flops: 4
  lay_top_count: "buf_4"
  drive_gt1_share_pct: 64.71
  fill_cells: 389
  area_growth_pct: 146.2
grt:
  grt_pass1_wl_um: 931
  grt_pass1_vias: 217
  grt_start_max_net_pins: 5
  antenna_found_initial: 0
  gr-total-overflow: 0
  grt_usage_pct: 1.854
placed_design:
  post-place-ws_ns: -0.2458
  dpl.hpwl_um: 404.9
  place_congestion: 0.6607
  portBuffers: 6
flow_run:
  warnings: 27
  maxCapViolCount: 0
worst_hold_path:
  min_from: "ena"
  hp-class: "in2reg"
## per-layer routing
layer  GRT usage, %  vias to the layer above  routed length [um]
li1               -                       92                   -
met1          1.997                       83                 251
met2          2.408                        7                 216
met3          1.818                        0                 108
met4         0.7042                        0                   0
met5              0                        -                   0
## final timing paths
| path | slack [ns] | depth (start not counted) | end |
|---|---|---|---|
| max | -0.03 | 4 | count[3] |
| min | 0.38 | 3 | count[3] |
| max reg2reg | -0.03 | 4 | count[3] |
| min reg2reg | 0.63 | 3 | count[1] |
## logic make-up (layout without fill, tap and decap cells)
logic type / count (synthesis) / after routing / synth area share [%]
multiplexers: 2 / 2 / 13.98
flip-flops: 4 / 4 / 44.76
buffers and inverters: 0 / 18 / 0
AND/OR/NAND/NOR: 6 / 6 / 20.98
XOR/XNOR: 1 / 1 / 4.896
adder cells (fa/ha/maj): 1 / 1 / 6.992
AND-OR/OR-AND: 2 / 2 / 8.389
## area by class of cell
cell class | count | area, um^2 | share of cell area, %
repair buffers | 15 | 143.9 | 32.67
multi-input cells | 12 | 131.4 | 29.83
flip-flops and latches | 4 | 85.08 | 19.32
well taps | 46 | 57.56 | 13.07
clock buffers | 3 | 22.52 | 5.114
## report_power, final
part / internal [uW] / leakage, uW / switching, uW
clock: 135 / 0.0000138 / 71.2
sequential: 171 / 0.0000343 / 6.38
combinational: 66.9 / 0.000138 / 40.3
## through the flow
step                      instance area, um^2  cells  utilization, %
after floorplan                         178.9     16               -
after global placement                  341.6     74           10.00
after detailed placement                341.6     74           10.00
after CTS                               410.4     80           12.01
after global routing                    440.4     80           12.89
final                                   440.4     80           12.89
## synthesized netlist by cell type
master    count  area share (%)
mux2i_1       1             5.6
nand3b_1      1             4.2
nand4_2       1             7.0
ha_1          1             7.0
a21oi_1       1             2.8
xnor2_1       1             4.9
a21bo_2       1             5.6
nor2_1        3             6.3
dfxtp_1       4              45
mux2_4        1             8.4
nor2b_1       1             3.5
## worst max-delay path: stages (launching register included)
cell and delay [ns]:
dfxtp_2 0.33, buf_6 0.11, buf_6 0.10, nand4_4 0.08, mux2_4 0.30
## what timing repair did
action / 4_1_cts / 5_1_grt
gates resized: 14 / 7
cloned: 0 / 0
setup buffers: 3 / 0
hold buffers: 0 / 0
setup endpoints to repair: 6 / 6
pin swaps: 1 / 1
Power is estimated from default activity; no workload was simulated.
